$ cat /design/flow/constraint.sdc
current_design iterCounter

set clk_period 5.2
set clk_io_pct 0.2

create_clock -name clk0 -period $clk_period [get_ports {clk}]
create_clock -name clk1 -period $clk_period [get_ports {clk_g}]

set non_clock_inputs [all_inputs -no_clocks]
set_input_delay [expr $clk_period * $clk_io_pct] -clock clk0 $non_clock_inputs
set_output_delay [expr $clk_period * $clk_io_pct] -clock clk0 [all_outputs]
$ cat /design/flow/run.sh
#!/bin/bash
# OpenROAD 26Q1-2900-gdf79404cd8, Yosys 0.63+post, stock flow scripts
make -C /OpenROAD-flow-scripts/flow DESIGN_CONFIG=/design/flow/config.mk WORK_HOME=/design/flow/orfs finish
$ cat /design/flow/config.mk
export PLATFORM = sky130hd
export DESIGN_NAME = iterCounter
export DESIGN_NICKNAME = iterCounter
export VERILOG_FILES = /design/flow/design.v
export SDC_FILE = /design/flow/constraint.sdc
export NUM_CORES = 4
export LEC_CHECK = 1
export CORE_UTILIZATION = 30
$ cat /design/flow/design.v
module iterCounter(
	clk,
	rstn,
	start_exec_shifted,
	start_exec,
	wr_en,
	chip_en,
	loop_end,
	configuration,
	iterValue,
	iterValue_reg,
	vec_size,
	exec_end,
	addr_cmem,
	vec_counter,
	clk_g
);
parameter CONFIG_MEM_BITS 	= 3;
parameter ITER_RANGE_BITS 	= 32;
parameter STRIDE_BITS		= 2;
parameter CONFIG_WIDTH 		= STRIDE_BITS + ITER_RANGE_BITS ;
parameter VEC_WIDTH			= 4;
localparam VEC_WIDTH_BITS		= $clog2(VEC_WIDTH);
input clk;
input rstn;
input start_exec_shifted,start_exec;
input wr_en;
input chip_en;
input [CONFIG_WIDTH-1:0] configuration;
input [CONFIG_MEM_BITS-1:0] loop_end;
input [VEC_WIDTH_BITS-1:0] vec_size;
output [ITER_RANGE_BITS:0] iterValue;
output logic [ITER_RANGE_BITS:0] iterValue_reg;
output exec_end;
logic [STRIDE_BITS-1:0] stride;
logic [ITER_RANGE_BITS-1:0] maxCount;
logic [CONFIG_WIDTH-1:0] configuration_reg;
logic [ITER_RANGE_BITS-1:0] iterValue_regx;
input logic [CONFIG_MEM_BITS:0] addr_cmem;
input logic [VEC_WIDTH_BITS-1:0 ] vec_counter;
input clk_g;
always_ff @(posedge clk or negedge rstn) begin
    if (!rstn)
            configuration_reg <= {CONFIG_WIDTH{1'b0}};
    else begin
        if (chip_en && !start_exec_shifted && wr_en)
            configuration_reg <= configuration;
    end
end
assign maxCount	= configuration_reg[ITER_RANGE_BITS-1:0];
assign stride = configuration_reg[CONFIG_WIDTH-1:ITER_RANGE_BITS];
always_ff @(posedge clk_g or negedge rstn) begin
    if (!rstn)
        iterValue_regx <= {ITER_RANGE_BITS{1'b1}};
    else begin
        if (chip_en && start_exec_shifted) begin
		if((iterValue_regx == {ITER_RANGE_BITS{1'b1}})) begin
			iterValue_regx <= {ITER_RANGE_BITS{1'b0}};
		end
		else if ((addr_cmem == loop_end) && (iterValue_regx < maxCount)) begin  
                    iterValue_regx <= iterValue_regx + stride*(vec_size+1);
                end 
		else begin
                    iterValue_regx <= iterValue_regx;
                end
	end else if (chip_en && start_exec) begin
			iterValue_regx <= {ITER_RANGE_BITS{1'b0}};
	end else
	begin
		iterValue_regx <= {ITER_RANGE_BITS{1'b1}};
	end
    end
end
always_ff @(posedge clk_g or negedge rstn) begin
    if (!rstn)
        iterValue_reg <= {ITER_RANGE_BITS+1{1'b1}};
    else begin
        iterValue_reg <= {{iterValue_regx != {ITER_RANGE_BITS{1'b1}}},iterValue_regx};
    end
end
assign exec_end = (chip_en && start_exec_shifted && (iterValue_regx >= maxCount)) ? 1'b1 : 1'b0;
assign iterValue = (chip_en && start_exec_shifted && !exec_end) ?  {{iterValue_regx != {ITER_RANGE_BITS{1'b1}}},iterValue_regx} : {ITER_RANGE_BITS{1'b0}};
endmodule
==> Changelog: implementation <==
### Changed

* Status: finished, final reports clean
* Final hold vios at 0
* Arrival @ worst endpoint at 3640 ps
* PostCTS Resize Cnt at 0
* CTS Sinks at 99
* Port buffer count at 115
* Area of the core at 18900 µm²
* RSZ-0062 raised after global routing: false
* Commonest Layout Cell: clkdlybuf4s50_1
* Slew HR at 49.1%
* Register Area at 2560 µm²
* Synthesized area per cell at 10.0 µm²
* Worst Path Max Fanout at 16
* Top cells, area: dfstp_2 29%, dfrtp_1 15%, ha_1 8.3%
* Final instance area at 7660 µm²
* Initial antenna violation count at 0
* HP Class: reg2reg
* Placed cells at 933
* Power, Total at 2.55 mW
* Critical path class: reg2out
* CTS clk-pin slew, worst paths at 60 ps
* Mapped Area at 5850 µm²
* Async SR Flop Fraction at 100%
* CP endpoint kind: output pin
* Leakage at 3.09 nW
* Final worst setup slack at 516 ps
* Final HPWL DP at 11.2 mm
* # Cells Yosys at 583
* Drt pass-1 iters at 6
* Setup Fix Bufs, Post-CTS at 0
* Chip Area, Yosys at 5850 µm²
* Post-synth EDFFs at 0
* Crit path max-delay family: simple AND/OR/NAND/NOR gates
* Area of the multi-input gates at 2960 µm²
* # IOs at 119
* Hold-fix buffers at CTS at 0
* Slew @ Worst Pin at 764 ps
* Ys flops at 99
* Power Density at 333 nW/µm²
* Top cell type's share of synthesized area at 29.2%
* Worst Clk Skew at 8.04 ps
* Synth Instances at 583
* WP buf/inv at 2
* Final std cells w/o fill at 957
* N_diodes at 0
* Die x size at 142 µm
* Final Slew Violations at 0
* WL/cell at 17.2 µm
* Largest net degree at the start of global routing at 55
* Drt drc at 0
* Fillers at 1822
* Top_reg_cell synth: dfstp_2
* DR iter-0 viols at 367
* Critical path's largest stage delay at 640 ps
* Pre-Place Util at 31.0%
* Pre-CTS WS at 878 ps
* Antenna Violating Nets Remaining at 0
* Synth warnings at 1
* Utilization after layout at 40.6%
* Routed vias/inst at 5.17
* First-pass GRT wire length at 25.9 mm
* GRT Overall Usage at 17.1%
* Slowest cell on the critical path: dfstp_2
* Max-cap check violation count at 0
* Min Hold Slack at 401 ps
* Top cell type by total area after synthesis: dfstp_2
* Area Growth Syn to Fin at 31.0%
* Max reg flops at 34
* Gp weighted congestion at 0.878
* Required @ worst endpoint at 4160 ps
* Endpoints failing setup at 0
* Die H at 142 µm
* DIE AREA at 20100 µm²
* Distinct lib cells at 57
* CP Cell Sequence: ha_1 > nand4_1 > nor4_1 > nand2_1 > a31oi_1 > nor3_2 > buf_4 > and2_1 > clkdlybuf4s50_1
* Drt total wl at 16.4 mm
* Total grt overflow at 0
* Peak VDD IR at 158 µV
* Vias in the first global route at 4865
* Vias after detailed routing at 4947
* TritonCTS clock tree: yes
* DP Area at 7240 µm²
* OpenROAD warning count at 28
* Seq share, synth at 43.7%
* Setup TNS at 0 ps
* Critical Path Start Type: flop
* Row count at 50
* Top Layout Cells: 114 x clkdlybuf4s50_1, 65 x dfstp_2, 46 x nand2_1, 44 x inv_1, 39 x ha_1
* Share of cells above drive strength 1 at 22.5%
## routing by layer
layer  share of wire, %  global-route usage [%]
met1                 43                    24.9
met2                 46                    25.9
met3                7.2                    4.26
met4                3.8                    4.98
met5                  0                       0
## cells in the mapped netlist (all sizes together) (3+ instances only)
library cell  instances
a211o                 3
a211oi               25
a21oi                38
a31oi                 4
and2                 30
and3                  6
and4                  5
buf                  14
clkbuf               22
dfrtp                34
dfstp                65
fa                    3
ha                   39
inv                  44
mux2                 34
nand2                46
nand2b                3
nand3                29
nand4                11
nor2                 19
nor2b                 3
nor3                 17
nor4                 20
o21a                  3
o21ai                15
o31ai                14
o41ai                 9
or3                   3
xor2                  4
## path summary, 6_finish.rpt
kind                                       startpoint                     to  slack, ps  cells after the start
max in group clk1                         vec_size[0]     iterValue_regx[19]       1340                     13
min in group clk0               configuration_reg[12]  configuration_reg[12]        500                      1
worst min register to register      iterValue_regx[1]       iterValue_reg[1]        400                      0
worst min-delay path                iterValue_regx[1]       iterValue_reg[1]        400                      0
worst max-delay path               iterValue_regx[29]          iterValue[21]        520                      9
min in group asynchronous                        rstn  configuration_reg[30]        770                      1
max in group asynchronous                        rstn   configuration_reg[4]       3340                      2
worst max register to register     iterValue_regx[29]     iterValue_regx[11]       2140                      7
## cell type report
| type | instances | share of cell area, % |
|---|---|---|
| well taps | 260 | 4.24 |
| clock inverters | 6 | 0.473 |
| repair buffers | 126 | 16.1 |
| clock buffers | 18 | 5.03 |
| multi-input cells | 404 | 38.6 |
| inverters | 44 | 2.16 |
| flip-flops and latches | 99 | 33.4 |
## power by group
part / total [mW] / switching [mW] / leakage (nW) / internal (mW)
Combinational: 0.624 / 0.295 / 1.79 / 0.329
Clock: 0.876 / 0.353 / 0.209 / 0.524
Sequential: 1.05 / 0.118 / 1.09 / 0.935
Total: 2.55 / 0.766 / 3.09 / 1.79
## cell families after synthesis
group	Yosys count	synth area share, %
and+or+nand+nor	197	18.5
muxes	34	6.54
AOI/OAI and AO/OA	126	15.2
xor gates and xnor gates	5	0.748
adders and majority gates	42	9.37
DFF	99	43.7
buffers and inverters	80	5.92
No activity file was given, so power comes from the tool's default toggle rates.
