File: flow/config.mk
export PLATFORM = sky130hd
export DESIGN_NAME = mux_alu
export DESIGN_NICKNAME = mux_alu
export VERILOG_FILES = /design/flow/design.v
export SDC_FILE = /design/flow/constraint.sdc
export NUM_CORES = 4
export LEC_CHECK = 1
export CORE_UTILIZATION = 40
File: flow/constraint.sdc
current_design mux_alu

set clk_period 16.4
set clk_io_pct 0.2

create_clock -name clk0 -period $clk_period

set non_clock_inputs [all_inputs -no_clocks]
set_input_delay [expr $clk_period * $clk_io_pct] -clock clk0 $non_clock_inputs
set_output_delay [expr $clk_period * $clk_io_pct] -clock clk0 [all_outputs]
File: flow/design.v
module simple_alu(
    operation,
    op_RHS,
    op_LHS,
    op_SHIFT,
    op_predicate,
    result
);
    parameter DATA_WIDTH = 16;
    input logic [5:0] operation;
    input logic [DATA_WIDTH:0] op_RHS;
    input logic [DATA_WIDTH:0] op_LHS;
    input logic [DATA_WIDTH:0] op_SHIFT;
    input logic [DATA_WIDTH-1:0] op_predicate;
    output logic [DATA_WIDTH-1:0] result;
    generic_alu #(
        .DATA_WIDTH(DATA_WIDTH)
    ) generic_alu_inst (
        .operation(operation),
        .op_RHS(op_RHS),
        .op_LHS(op_LHS),
        .op_SHIFT(op_SHIFT),
        .op_predicate(op_predicate),
        .result(result)
    );
endmodule
module generic_alu(
    operation,
    op_RHS,
    op_LHS,
    op_SHIFT,
    op_predicate,
    result
);
parameter DATA_WIDTH = 16;
input [DATA_WIDTH:0] op_RHS;
input [DATA_WIDTH:0] op_LHS;
input [DATA_WIDTH:0] op_SHIFT;
input [DATA_WIDTH-1:0] op_predicate;
input [5:0] operation;
output [DATA_WIDTH-1:0] result;
reg [DATA_WIDTH-1:0] result;
reg overflow;
wire [DATA_WIDTH:0] op_2;
assign op_2 = (operation[5]) ? op_SHIFT : op_LHS;
always_comb
begin: alu
case(operation[4:0])
	5'b00000: result = {DATA_WIDTH{1'b0}}; 
	5'b00001: {overflow,result} = (op_RHS[DATA_WIDTH-1:0] + op_2[DATA_WIDTH-1:0]);  
	5'b00010: {overflow,result} = (op_RHS[DATA_WIDTH-1:0] - op_2[DATA_WIDTH-1:0]) ;  
	5'b00011: result = ($signed(op_RHS[DATA_WIDTH-1:0]) * $signed(op_2[DATA_WIDTH-1:0])) ;  
	5'b00101: result = ($signed(op_RHS[DATA_WIDTH-1:0]) / $signed(op_2[DATA_WIDTH-1:0]));  
	5'b01000: result = (op_RHS[DATA_WIDTH-1:0] << op_2[DATA_WIDTH-1:0]);  
	5'b01001: result = (op_RHS[DATA_WIDTH-1:0] >> op_2[DATA_WIDTH-1:0]);  
	5'b01010: result = (op_RHS[DATA_WIDTH-1:0] >>> op_2[DATA_WIDTH-1:0]);  
	5'b01011: result = (op_RHS[DATA_WIDTH-1:0] & op_2[DATA_WIDTH-1:0]);  
	5'b01100: result = (op_RHS[DATA_WIDTH-1:0] | op_2[DATA_WIDTH-1:0]);  
	5'b01101: result = (op_RHS[DATA_WIDTH-1:0] ^ op_2[DATA_WIDTH-1:0]);  
	5'b10000: begin
			if (operation[5]==1'b0) begin
				if (op_LHS[DATA_WIDTH] == 1'b1) 
					result = op_LHS[DATA_WIDTH-1:0];  
				else if (op_RHS[DATA_WIDTH] == 1'b1) 
					result = op_RHS[DATA_WIDTH-1:0];  
				else 
					result = {DATA_WIDTH{1'b0}};
			end
			else begin
				result = op_SHIFT[DATA_WIDTH-1:0];
			end
	end
	5'b10001: begin
			if (operation[5]==1'b0) 
				result = op_RHS[DATA_WIDTH-1:0];  
			else
				result = op_SHIFT[DATA_WIDTH-1:0];  
		end	
	5'b10010: result = {{DATA_WIDTH-1{1'b0}},(op_RHS[DATA_WIDTH-1:0] == op_2[DATA_WIDTH-1:0])};  
	5'b10011: result = {{DATA_WIDTH-1{1'b0}},($signed (op_RHS[DATA_WIDTH-1:0]) < $signed(op_2[DATA_WIDTH-1:0]))};  
	5'b10100: result = (op_predicate[DATA_WIDTH-1:0] | op_RHS[DATA_WIDTH-1:0] | op_2[DATA_WIDTH-1:0]);  
	5'b10101: result = {{DATA_WIDTH-1{1'b0}},($signed(op_2[DATA_WIDTH-1:0]) < $signed(op_RHS[DATA_WIDTH-1:0]))};  
	5'b11111: result = op_2[DATA_WIDTH-1:0];  
        5'b11000: result = op_SHIFT[DATA_WIDTH-1:0] + op_RHS[DATA_WIDTH-1:0];  
	default: result = {DATA_WIDTH{1'b0}};
endcase
end
endmodule
module mux_alu(
    operation,
    op_RHS,
    op_LHS,
    op_SHIFT,
    op_predicate,
    result
);
    parameter DATA_WIDTH = 16;
    parameter OP_MAX = 32;
    input logic [5:0] operation;
    input logic [DATA_WIDTH:0] op_RHS;
    input logic [DATA_WIDTH:0] op_LHS;
    input logic [DATA_WIDTH:0] op_SHIFT;
    input logic [DATA_WIDTH-1:0] op_predicate;
    output logic [DATA_WIDTH-1:0] result;
    logic overflow;
    logic [DATA_WIDTH:0]   op_tmp           [0:OP_MAX-1];
    logic [DATA_WIDTH:0]   op_RHS_tmp       [0:OP_MAX-1];
    logic [DATA_WIDTH:0]   op_LHS_tmp       [0:OP_MAX-1];
    logic [DATA_WIDTH:0]   op_SHIFT_tmp     [0:OP_MAX-1];
    logic [DATA_WIDTH-1:0] op_predicate_tmp [0:OP_MAX-1];
    always_comb begin
        for (int ii = 0; ii < OP_MAX; ii = ii + 1) begin
            if (operation[4:0] == ii) begin
                op_tmp[ii]           = (operation[5]) ? op_SHIFT : op_LHS;
                op_RHS_tmp[ii]       = op_RHS;
                op_LHS_tmp[ii]       = op_LHS;
                op_SHIFT_tmp[ii]     = op_SHIFT;
                op_predicate_tmp[ii] = op_predicate;
            end else begin
                op_tmp[ii]           = {(DATA_WIDTH+1){1'b0}};
                op_RHS_tmp[ii]       = {(DATA_WIDTH+1){1'b0}};
                op_LHS_tmp[ii]       = {(DATA_WIDTH+1){1'b0}};
                op_SHIFT_tmp[ii]     = {(DATA_WIDTH+1){1'b0}};
                op_predicate_tmp[ii] = {(DATA_WIDTH){1'b0}};
            end
        end
    end
    logic [DATA_WIDTH-1:0] result_tmp   [0:OP_MAX-1];
    logic                  overflow_tmp [0:OP_MAX-1];
    always_comb begin
        result   = result_tmp[operation[4:0]];
        overflow = overflow_tmp[operation[4:0]];
    end
    always_comb begin
        for (int ii = 0; ii < OP_MAX; ii = ii + 1) begin
            {overflow_tmp[ii], result_tmp[ii]} = {1'b0, {DATA_WIDTH{1'b0}}};
        end
        {overflow_tmp[0], result_tmp[0]} = {1'b0, {DATA_WIDTH{1'b0}}};
        {overflow_tmp[1], result_tmp[1]} = (op_RHS_tmp[1][DATA_WIDTH-1:0] + op_tmp[1][DATA_WIDTH-1:0]);
        {overflow_tmp[2], result_tmp[2]} = (op_RHS_tmp[2][DATA_WIDTH-1:0] - op_tmp[2][DATA_WIDTH-1:0]);
        {overflow_tmp[3], result_tmp[3]} = {1'b0, ($signed(op_RHS_tmp[3][DATA_WIDTH-1:0]) * $signed(op_tmp[3][DATA_WIDTH-1:0]))};
	{overflow_tmp[5], result_tmp[5]} = {1'b0, ($signed(op_RHS_tmp[3][DATA_WIDTH-1:0]) / $signed(op_tmp[3][DATA_WIDTH-1:0]))};
        {overflow_tmp[8], result_tmp[8]} = {1'b0, (op_RHS_tmp[8][DATA_WIDTH-1:0] << op_tmp[8][DATA_WIDTH-1:0])};
        {overflow_tmp[9], result_tmp[9]} = {1'b0, (op_RHS_tmp[9][DATA_WIDTH-1:0] >> op_tmp[9][DATA_WIDTH-1:0])};
        {overflow_tmp[10], result_tmp[10]} = {1'b0, (op_RHS_tmp[10][DATA_WIDTH-1:0] >>> op_tmp[10][DATA_WIDTH-1:0])};
        {overflow_tmp[11], result_tmp[11]} = {1'b0, (op_RHS_tmp[11][DATA_WIDTH-1:0] & op_tmp[11][DATA_WIDTH-1:0])};
        {overflow_tmp[12], result_tmp[12]} = {1'b0, (op_RHS_tmp[12][DATA_WIDTH-1:0] | op_tmp[12][DATA_WIDTH-1:0])};
        {overflow_tmp[13], result_tmp[13]} = {1'b0, (op_RHS_tmp[13][DATA_WIDTH-1:0] ^ op_tmp[13][DATA_WIDTH-1:0])};
        overflow_tmp[16] = 1'b0;
        if (operation[5]==1'b0) begin
            if (op_LHS_tmp[16][DATA_WIDTH] == 1'b1)
                result_tmp[16] = op_LHS_tmp[16][DATA_WIDTH-1:0];  
            else if (op_RHS_tmp[16][DATA_WIDTH] == 1'b1)
                result_tmp[16] = op_RHS_tmp[16][DATA_WIDTH-1:0];  
            else
                result_tmp[16] = {DATA_WIDTH{1'b0}};
        end else begin
            result_tmp[16] = op_SHIFT_tmp[16][DATA_WIDTH-1:0];
        end
        overflow_tmp[17] = 1'b0;
        if (operation[5]==1'b0)
            result_tmp[17] = op_RHS_tmp[17][DATA_WIDTH-1:0];  
        else
            result_tmp[17] = op_SHIFT_tmp[17][DATA_WIDTH-1:0];  
        {overflow_tmp[18], result_tmp[18]} = {1'b0,
            {{DATA_WIDTH-1{1'b0}}, (op_RHS_tmp[18][DATA_WIDTH-1:0] == op_tmp[18][DATA_WIDTH-1:0])}};
        {overflow_tmp[19], result_tmp[19]} = {1'b0,
            {{DATA_WIDTH-1{1'b0}}, ($signed(op_RHS_tmp[19][DATA_WIDTH-1:0]) < $signed(op_tmp[19][DATA_WIDTH-1:0]))}};
        {overflow_tmp[20], result_tmp[20]} = {1'b0,
            (op_predicate_tmp[20][DATA_WIDTH-1:0] | op_RHS_tmp[20][DATA_WIDTH-1:0] | op_tmp[20][DATA_WIDTH-1:0])};
        {overflow_tmp[21], result_tmp[21]} = {1'b0,
            {{DATA_WIDTH-1{1'b0}}, ($signed(op_tmp[21][DATA_WIDTH-1:0]) < $signed(op_RHS_tmp[21][DATA_WIDTH-1:0]))}};
        {overflow_tmp[31], result_tmp[31]} = {1'b0, op_tmp[31][DATA_WIDTH-1:0]};
	{overflow_tmp[24], result_tmp[1]} = (op_RHS_tmp[1][DATA_WIDTH-1:0] + op_SHIFT_tmp[1][DATA_WIDTH-1:0]);
    end
endmodule
File: flow/run.sh
#!/bin/bash
# OpenROAD 26Q1-2900-gdf79404cd8, Yosys 0.63+post, stock flow scripts
make -C /OpenROAD-flow-scripts/flow DESIGN_CONFIG=/design/flow/config.mk WORK_HOME=/design/flow/orfs finish
==> results_slide.txt <==
Run Summary

Routing
  – Vias/cell: just over 6
  – Total Wirelength: between 100000 and 150000 um
  – DRC: 0
  – Routed via count: 25.5k
  – Initial drt markers: roughly 2.7k
  – Post-DRT Antenna Nets: 0
  – TritonRoute pass-1 iters: 7
  – Wire length per cell: 25.5 um

Floorplan
  – Top-level I/O count: around 89
  – Cell row count: 79
  – Core Area: 0.0465 mm2
  – Starting Density: a little over 40%
  – Die y size: 219 um
  – Die Width: ~220 um
  – Chip area: 0.0478 mm2

Worst setup path
  – CP startpoint kind: input port
  – Crit path DRT: roughly 13000 ps
  – Critical path class: in -> out
  – Crit path max fanout: 7
  – CP max stage delay: 540 ps
  – Arr. time, crit path: 31700 ps
  – Worst path most repeated cell: o21a_1
  – Slowest CP cell: or4b_4
  – Nature of the critical path endpoint: output port

Synth
  – Post-synth seq share: 0%
  – Yosys cell types: 103
  – Top cells by area: ha_1, fa_1, nand2_1
  – Synth Warn #: 8
  – YS chip area: roughly 0.019 mm2
  – Synth top area share: roughly 17%
  – Ys cells: ~2.7k
  – Cell count after synthesis: 2740
  – Top cells by count, synth: nand2_1, nor2_1, ha_1
  – Largest area contributor in the netlist: ha_1
  – Syn avg cell area: slightly below 7 um2
  – Synth top cell by count: nand2_1
  – Area of the mapped netlist: 0.0188 mm2

Power
  – Maximum VDD drop: between 0.015 and 0.02 V
  – Fraction of power spent switching nets: between 40% and 50%
  – Net Sw Power: around 89 mW
  – PwrDens: a little under 7000 mW/mm2
  – LEAKAGE: approximately 13 nW
  – Internal power: 108 mW

Final layout
  – CLK BUF: 0
  – Final instance area: around 0.028 mm2
  – Filler instances: a little under 4k
  – Fin cells: 4165
  – Area Overhead vs Synth: 50.7%
  – Sequential cell area: 0 um2
  – Flip-flops: 0
  – Fraction of layout cells with a size suffix above 1: between 30% and 40%

Timing
  – Cycle use final: 213%
  – Max_slew headroom: about a quarter
  – Hold_ws: approximately 7500 ps
  – RSZ-0062 raised after global routing: yes
  – Worst Max-Slew Pin Slew: approximately 1100 ps
  – Final setup margin: -18580 ps
  – Max Freq: 28.6 MHz
  – Final max-slew violation count: 0
  – Setup violations, final: 10
  – Final Hold Viols: 0
  – Minimum clock period: ~35000 ps

Global routing
  – Initial antenna violation count: 5
  – Total grt overflow: 0
  – Number of global-route vias before repair: 23.7k
  – Largest net degree at the start of global routing: around 52
  – Total track usage: a little over two fifths
  – First-pass GRT wire length: ~150000 um

Placed design
  – Placed cells: just under 4k
  – DP Area: 0.0253 mm2
  – Routability cong.: 1.07
  – PortBufs: roughly 88
  – DPL Wire Length: ~75000 um

Job
  – OpenROAD warnings: 39
  – Total of max-cap violations: 0

Hold path
  – Hold path endpoint: result[2]
  – Min-delay src: op_predicate[2]
  – Hold Path Cell Cnt: 4
  – Hold WC Path Type: in -> out

Outcome
  – Violated checks: setup timing
  – Outcome: finished with violations

Clocking
  – Cts hold-fix bufs: 0
## metrics by stage
stage	util, %	worst slack (ps)	total power, mW	TNS (ps)
floorplan	-	-18040	104	-112110
global placement	54.4	-18340	159	-117810
detailed placement	54.4	-18850	159	-122160
CTS	58.6	-17210	179	-106160
global route	60.9	-19570	195	-125590
finish	60.9	-18580	197	-118380
## worst max-delay path: cells and delay by family
family / cells / cell delay (ps)
compound gates: 88 / 15480
mux: 5 / 1530
fa+ha+maj: 15 / 3730
simple gates: 26 / 4830
buf+inv: 19 / 2790
## layout by cell type (no fill, tap or decap), drive strengths merged, types with 21 or more instances in the layout
cell type,netlist,routed
mux2,45,45
nor3,83,83
nand2,326,326
a22oi,24,24
nor2,273,273
a211oi,34,34
a21o,47,47
o21ai,152,152
nor2b,24,24
nand4,30,30
xnor2,122,122
mux2i,69,69
xor2,38,38
nand3,77,77
and3,87,87
ha,262,262
buf,33,898
inv,183,183
o21a,47,47
a21oi,185,185
or3,21,21
fa,81,81
clkdlybuf4s50,0,51
o22ai,21,21
a31oi,40,40
## how the worst max path moves through the flow
stage	slack, ps	endpoint	start
after CTS	-17210	result[4]	operation[5]
after global routing	-19570	result[0]	operation[5]
final	-18580	result[0]	op_LHS[4]
## metal layers
metal	GRT usage, %	part of all wire [%]	wire, um
met1	63.2	44	46500
met2	59.2	39	41500
met3	13.5	14	14400
met4	11.2	3.7	3950
met5	0.729	0.13	138
## cell type report
cell class	instances	area, um2	area share, %
inverter	184	701	2.48
timing repair buffer	974	7650	27.0
antenna	6	15.0	0.0531
multi-input combinational	2394	19200	67.7
tap	607	759	2.68
## power by group through the flow
stage	registers (mW)	clock network, mW	logic (mW)
4_1_cts	0	0	179
5_1_grt	0	0.00000000715	195
## timing repair
action	4_1_cts	5_1_grt
resized	226	126
endpoints found under the setup margin	11	11
hold endpoints to repair	0	0
buffers inserted	173	62
pin swaps	135	151
cloned	3	0
## cells by family after synthesis
| family | count (synthesis) | share of synthesized area [%] |
|---|---|---|
| AND/OR/NAND/NOR | 1042 | 26.6 |
| AND-OR/OR-AND | 734 | 26.0 |
| buffers and inverters | 346 | 7.28 |
| adder cells (fa/ha/maj) | 343 | 26.1 |
| XOR/XNOR | 160 | 7.47 |
| multiplexers | 115 | 6.52 |
Power is estimated from default activity; no workload was simulated.
