### design/flow/config.mk
export PLATFORM = sky130hd
export DESIGN_NAME = ls_add_unit
export DESIGN_NICKNAME = ls_add_unit
export VERILOG_FILES = /design/flow/design.v
export SDC_FILE = /design/flow/constraint.sdc
export NUM_CORES = 4
export LEC_CHECK = 1
export CORE_AREA = 10 10 70 70
export DIE_AREA = 0 0 80 80
### design/flow/constraint.sdc
current_design ls_add_unit

set clk_period 4.8
set clk_io_pct 0.2

create_clock -name clk0 -period $clk_period

set non_clock_inputs [all_inputs -no_clocks]
set_input_delay [expr $clk_period * $clk_io_pct] -clock clk0 $non_clock_inputs
set_output_delay [expr $clk_period * $clk_io_pct] -clock clk0 [all_outputs]
### design/flow/design.v
module ls_add_unit(
	op_LHS,
       	op_const_ls,
       	op_const_add,
	vec_counter,
       	result
);
parameter DATA_WIDTH = 8;
parameter VEC_WIDTH = 8;
localparam VEC_WIDTH_BITS		= $clog2(VEC_WIDTH);
input [DATA_WIDTH:0] op_LHS;
input [DATA_WIDTH-1:0] op_const_ls;
input [DATA_WIDTH-1:0] op_const_add;
input logic [VEC_WIDTH_BITS-1:0 ] vec_counter; 
output logic [DATA_WIDTH:0] result;
logic [DATA_WIDTH-1:0] op_ls_out;
logic [DATA_WIDTH-1:0] temp;
assign op_ls_out = op_LHS[DATA_WIDTH-1:0] << op_const_ls;
assign temp =(op_LHS[DATA_WIDTH]) ? (op_ls_out + op_const_add): 'b0;
assign result = {op_LHS[DATA_WIDTH],temp};
endmodule
### design/flow/run.sh
#!/bin/bash
# OpenROAD 26Q1-2900-gdf79404cd8, Yosys 0.63+post, stock flow scripts
make -C /OpenROAD-flow-scripts/flow DESIGN_CONFIG=/design/flow/config.mk WORK_HOME=/design/flow/orfs finish
==> flow_summary.yaml <==
# synthesis and place-and-route metrics
run_status:
  status: "completed"
setup_path:
  cp_max_fo: 6
  critPathCaptureType: "output pin"
  cp.arrival_ns: 3.62
  path_class: "input port to output pin"
  critPathRequiredTime_ns: 3.84
  critPathLaunchType: "input port"
cells_and_area:
  n_clock_buffer: 0
  final_area_um2: 1250
  syn2layout_area_growth_pct: 94.4
  utilization_pct: 36.7
  drive_gt1_share_pct: 27.1
  instances_no_fill: 175
  flop-count: 0
  fillers: 350
  regArea_um2: 0
detailed_routing:
  drc: 0
  vias: 780
  diodes: 0
  ant_nets: 0
  vias_per_cell: 4.46
  drt-total-wl_um: 2160
  drt_first_pass_iters: 4
  wire_per_inst_um: 12.4
  drtIter0Drc: 30
placed_design:
  pre_cts_ws_ns: -0.148
  gp_congestion: 0.788
  numPortBuffers: 34
  place_area_um2: 1150
  dp_cells: 172
  dp_hpwl_um: 1840
clock_network:
  cts_hold_buf: 0
power_and_ir_drop:
  power_density_nw_per_um2: 63.0
  seq_power_share_pct: 0
  switchingPower_w: 0.0000290
  pwr-share-comb_pct: 100.0
  ir_drop_v: 0.0000169
  p_leak_nw: 0.568
  power.internal_w: 0.0000500
  p_sw_share_pct: 36.7
  p_clk_share_pct: 0
final_timing:
  fin_tns_setup_ns: 0
  setup_violations: 0
  setup_ws_ns: 0.222
  rsz0062_at_grt: "false"
  tightest_slew_ns: 0.401
  slew_headroom_pct: 73.2
  finalHoldViolCount: 0
  max_freq_mhz: 218
  finalClockPeriodUsage_pct: 95.4
  fin_crit_ns: 4.58
  slew_violations: 0
global_route:
  grt.total_usage_pct: 6.31
  antenna_found_initial: 0
  grt_pass1_wl_um: 3460
  grt_overflow: 0
  grt_pass1_vias: 767
  grt_start_max_net_pins: 13
synth:
  common_cells: "7 x ha_1, 6 x and2_1, 6 x mux2i_1, 6 x nor2_1, 5 x o21ai_0"
  avgSynthCellArea_um2: 8.16
  ys_types: 37
  ys_chip_area_um2: 644
  ys_cells: 79
  yosysSeqAreaShare_pct: 0
  top_cells_by_area: "ha_1 14%, mux4_2 10%, mux2i_1 9.3%, and2_1 5.8%, o21ai_0 3.9%"
  yosys_warnings: 0
  netlist_area_um2: 644
  yosys.area.top_type: "ha_1"
  syn_inst: 79
  yosysTopAreaCellShare_pct: 13.6
  synth.most_common_cell: "ha_1"
job:
  max_cap_violations: 0
  tool_warnings: 35
floorplanning:
  io_pins: 37
  fp_util_pct: 18.9
  die_area_um2: 6400
  die-height_um: 80
  core_um2: 3420
  rows: 21
  fp.dieW_um: 80
min_path:
  hp-class: "input port to output pin"
[metal layers]
layer	share of wire, %	vias up	GRT usage [%]
met5	0	-	0
met4	0	0	0
met3	10	0	2.16
met2	45	20	10.0
met1	45	351	8.56
li1	-	409	-
[power by group through the flow]
stage	clock, W	combinational, W	sequential [W]
finish	0	0.0000790	0
global route	0	0.0000863	0
CTS	0	0.0000766	0
[cells by family (layout without fill, tap and decap cells)]
| family | Yosys count | count (layout) | synth area share [%] |
|---|---|---|---|
| XOR/XNOR | 4 | 4 | 7.57 |
| AND/OR/NAND/NOR | 28 | 28 | 26.4 |
| buffers and inverters | 6 | 56 | 4.47 |
| adder cells (fa/ha/maj) | 8 | 8 | 16.7 |
| AND-OR/OR-AND | 24 | 24 | 25.0 |
| multiplexers | 9 | 9 | 19.8 |
[worst paths after layout]
path / start / end / slack (ns) / cells after the start
hold / removal: op_const_add[7] / result[7] / 2.79 / 4
setup / recovery: op_const_ls[0] / result[4] / 0.22 / 11
[stage by stage]
| step | total power, W | hold WS, ns |
|---|---|---|
| detailed placement | 0.0000748 | 3.01 |
| global route | 0.0000863 | 2.83 |
| floorplan | 0.0000295 | 1.99 |
| finish | 0.0000790 | 2.79 |
| global placement | 0.0000738 | 3.01 |
| CTS | 0.0000766 | 2.99 |
[worst max-delay path, cell delays in order]
cell	delay, ns
clkdlybuf4s50_1	0.52
buf_6	0.15
mux2i_4	0.24
nor4_4	0.06
buf_4	0.15
fa_1	0.41
a21o_2	0.20
a21o_1	0.20
xor2_1	0.13
and2_1	0.14
clkdlybuf4s50_1	0.46
[final cells by class]
type / instances / area (um^2) / share of cell area [%]
timing repair buffer: 55 / 515 / 41.2
multi-input combinational: 73 / 676 / 53.9
tap: 46 / 57.6 / 4.60
inverter: 1 / 3.75 / 0.300
[layout by cell type, fill, tap and decap left out, drive strengths merged, types with 2 or more instances in the layout]
cell type | synthesis | final
a211oi | 4 | 4
a21o | 3 | 3
a21oi | 4 | 4
a31oi | 2 | 2
and2 | 6 | 6
buf | 3 | 21
clkdlybuf4s50 | 0 | 27
dlygate4sd2 | 0 | 2
dlymetal6s2s | 0 | 5
ha | 7 | 7
mux2i | 6 | 6
mux4 | 3 | 3
nand2b | 3 | 3
nor2 | 6 | 6
nor3 | 2 | 2
nor4 | 3 | 3
o211ai | 2 | 2
o21ai | 7 | 7
xor2 | 2 | 2
[repair_timing]
item | 4_1_cts | 5_1_grt
setup buffers | 0 | 3
gates resized | 8 | 12
hold endpoints to repair | 0 | 0
endpoints found under the setup margin | 4 | 3
pin swaps | 9 | 7
Power and IR drop assume default switching activity.
